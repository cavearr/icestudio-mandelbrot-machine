[run.sh]
#!/bin/bash
# OpenROAD 26Q1-2900-gdf79404cd8, Yosys 0.63+post, stock flow scripts
make -C /OpenROAD-flow-scripts/flow DESIGN_CONFIG=/design/flow/config.mk WORK_HOME=/design/flow/orfs finish
[config.mk]
export PLATFORM = sky130hd
export DESIGN_NAME = vga_smooth
export DESIGN_NICKNAME = vga_smooth
export VERILOG_FILES = /design/flow/design.v
export SDC_FILE = /design/flow/constraint.sdc
export NUM_CORES = 4
export LEC_CHECK = 1
export CORE_UTILIZATION = 50
export SYNTH_MEMORY_MAX_BITS = 65536
[constraint.sdc]
current_design vga_smooth

set clk_period 189.3
set clk_io_pct 0.2

create_clock -name clk0 -period $clk_period [get_ports {clk}]

set non_clock_inputs [all_inputs -no_clocks]
set_input_delay [expr $clk_period * $clk_io_pct] -clock clk0 $non_clock_inputs
set_output_delay [expr $clk_period * $clk_io_pct] -clock clk0 [all_outputs]
[design.v]
module vga_smooth #(
    parameter BITS_PER_PIXEL = 2,   
    parameter BWIDTH = 100,         
    parameter BHEIGHT = 100         
) (
    input wire clk,                         
    input wire [3*BITS_PER_PIXEL-1:0] pixel_in,  
    input wire [9:0] hc,                    
    input wire [9:0] vc,                    
    input wire hsync_in,                    
    input wire vsync_in,                    
    input wire bypass,                      
    input wire [9:0] bx,                    
    input wire [9:0] by,                    
    output reg [3*BITS_PER_PIXEL-1:0] pixel_out,  
    output reg hsync_out,                   
    output reg vsync_out                    
);
    localparam H_ACTIVE = 640;
    localparam V_ACTIVE = 480;
    localparam PIXEL_WIDTH = 3 * BITS_PER_PIXEL;
    localparam SUM_WIDTH = BITS_PER_PIXEL + 4;
    localparam PARTIAL_SUM_WIDTH = BITS_PER_PIXEL + 2;  
    wire active = (hc < H_ACTIVE) && (vc < V_ACTIVE);
    wire [9:0] bx_end = bx + BWIDTH - 1;
    wire [9:0] by_end = by + BHEIGHT - 1;
    wire in_window = (hc >= bx) & (hc <= bx_end) & (vc >= by) & (vc <= by_end);
    wire on_border = in_window & ((hc == bx) | (hc == bx_end) | (vc == by) | (vc == by_end));
    reg in_window_d1, in_window_d2, in_window_d3;
    reg on_border_d1, on_border_d2, on_border_d3;
    always @(posedge clk) begin
        in_window_d1 <= in_window;
        in_window_d2 <= in_window_d1;
        in_window_d3 <= in_window_d2;
        on_border_d1 <= on_border;
        on_border_d2 <= on_border_d1;
        on_border_d3 <= on_border_d2;
    end
    reg hsync_d1, hsync_d2, hsync_d3, hsync_d4;
    reg vsync_d1, vsync_d2, vsync_d3, vsync_d4;
    always @(posedge clk) begin
        hsync_d1 <= hsync_in;
        hsync_d2 <= hsync_d1;
        hsync_d3 <= hsync_d2;
        hsync_d4 <= hsync_d3;
        vsync_d1 <= vsync_in;
        vsync_d2 <= vsync_d1;
        vsync_d3 <= vsync_d2;
        vsync_d4 <= vsync_d3;
    end
    reg [PIXEL_WIDTH-1:0] line_buf [0:2047];
    wire [10:0] write_addr = {vc[0], hc[9:0]};
    wire [10:0] read_addr = {~vc[0], hc[9:0]};
    reg [PIXEL_WIDTH-1:0] p1, p2, p3;  
    reg [PIXEL_WIDTH-1:0] p4, p5, p6;  
    reg [PIXEL_WIDTH-1:0] p7, p8, p9;  
    reg [PIXEL_WIDTH-1:0] pixel_d1, pixel_d2, pixel_d3;
    always @(posedge clk) begin
        if (active) begin
            p1 <= line_buf[read_addr];
            p4 <= p1;
            p7 <= pixel_in;
            line_buf[write_addr] <= pixel_in;
            p3 <= p2; p2 <= p1;
            p6 <= p5; p5 <= p4;
            p9 <= p8; p8 <= p7;
            pixel_d1 <= pixel_in;
        end
        pixel_d2 <= pixel_d1;
        pixel_d3 <= pixel_d2;
    end
    reg [PARTIAL_SUM_WIDTH-1:0] r_sum_a, r_sum_b, r_sum_c;
    reg [PARTIAL_SUM_WIDTH-1:0] g_sum_a, g_sum_b, g_sum_c;
    reg [PARTIAL_SUM_WIDTH-1:0] b_sum_a, b_sum_b, b_sum_c;
    always @(posedge clk) begin
        r_sum_a <= p1[3*BITS_PER_PIXEL-1:2*BITS_PER_PIXEL] +
                   p2[3*BITS_PER_PIXEL-1:2*BITS_PER_PIXEL] +
                   p3[3*BITS_PER_PIXEL-1:2*BITS_PER_PIXEL];
        r_sum_b <= p4[3*BITS_PER_PIXEL-1:2*BITS_PER_PIXEL] +
                   p5[3*BITS_PER_PIXEL-1:2*BITS_PER_PIXEL] +
                   p6[3*BITS_PER_PIXEL-1:2*BITS_PER_PIXEL];
        r_sum_c <= p7[3*BITS_PER_PIXEL-1:2*BITS_PER_PIXEL] +
                   p8[3*BITS_PER_PIXEL-1:2*BITS_PER_PIXEL] +
                   p9[3*BITS_PER_PIXEL-1:2*BITS_PER_PIXEL];
        g_sum_a <= p1[2*BITS_PER_PIXEL-1:BITS_PER_PIXEL] +
                   p2[2*BITS_PER_PIXEL-1:BITS_PER_PIXEL] +
                   p3[2*BITS_PER_PIXEL-1:BITS_PER_PIXEL];
        g_sum_b <= p4[2*BITS_PER_PIXEL-1:BITS_PER_PIXEL] +
                   p5[2*BITS_PER_PIXEL-1:BITS_PER_PIXEL] +
                   p6[2*BITS_PER_PIXEL-1:BITS_PER_PIXEL];
        g_sum_c <= p7[2*BITS_PER_PIXEL-1:BITS_PER_PIXEL] +
                   p8[2*BITS_PER_PIXEL-1:BITS_PER_PIXEL] +
                   p9[2*BITS_PER_PIXEL-1:BITS_PER_PIXEL];
        b_sum_a <= p1[BITS_PER_PIXEL-1:0] +
                   p2[BITS_PER_PIXEL-1:0] +
                   p3[BITS_PER_PIXEL-1:0];
        b_sum_b <= p4[BITS_PER_PIXEL-1:0] +
                   p5[BITS_PER_PIXEL-1:0] +
                   p6[BITS_PER_PIXEL-1:0];
        b_sum_c <= p7[BITS_PER_PIXEL-1:0] +
                   p8[BITS_PER_PIXEL-1:0] +
                   p9[BITS_PER_PIXEL-1:0];
    end
    reg [SUM_WIDTH-1:0] r_sum, g_sum, b_sum;
    always @(posedge clk) begin
        r_sum <= r_sum_a + r_sum_b + r_sum_c;
        g_sum <= g_sum_a + g_sum_b + g_sum_c;
        b_sum <= b_sum_a + b_sum_b + b_sum_c;
    end
    reg [PIXEL_WIDTH-1:0] pixel_out_reg;
    always @(posedge clk) begin
        hsync_out <= hsync_d4;
        vsync_out <= vsync_d4;
        if (bypass & on_border_d3) begin
            pixel_out_reg <= {{BITS_PER_PIXEL{1'b1}}, {2*BITS_PER_PIXEL{1'b0}}};
        end else if (bypass & in_window_d3) begin
            pixel_out_reg <= pixel_d3;
        end else begin
            pixel_out_reg <= {r_sum[BITS_PER_PIXEL+2:3],
                              g_sum[BITS_PER_PIXEL+2:3],
                              b_sum[BITS_PER_PIXEL+2:3]};
        end
        pixel_out <= pixel_out_reg;
    end
endmodule
==> impl_metrics.csv <==
group,metric,value,unit
synthesis,synth_area,478000,um2
timing,slew_viol_final,0,
die,rows,358,
synthesis,yosys.area.top_type_share,77.5,%
global_routing,grt.met1_usage,39.9,%
clock_tree,cts_root_buf,"clkbuf_16",
global_routing,gr-usage-all-layers,30.9,%
die,die_area,959000,um2
synthesis,synth_seq_share,77.8,%
place,io_buffers,57,
drt,ant_nets,0,
global_routing,grt_pass1_vias,256000,
clock_tree,cts_tree,"built",
layout,drive_above_1_share,9.98,%
global_routing,grt_max_degree,157,
synthesis,top_cells_by_count,"edfxtp_1, mux2i_1, o22ai_1",
run,cap_violations,0,
run,warning_count,99,
power,p_per_area,10.6,nW/um2
power,leakagePower,0.198,uW
drt,drt_iter0_markers,16900,
clock_tree,cts.path.max_buffers,5,
setup_path,crit_arrival,47.59,ns
die,initial_utilization,50.2,%
power,power,5840,uW
synthesis,synth-edff-count,12300,
global_routing,antenna_found_initial,88,
timing,hold_violations,0,
die,pin_count,58,
global_routing,grt_pass1_wl,1860,mm
clock_tree,clock_latency,1.19,ns
global_routing,use_met2,41.8,%
die,fp.coreArea,951000,um2
power,peakVddDrop,0.00000801,V
synthesis,largest_area_cell,"edfxtp_1",
clock_tree,cts_resized,0,
synthesis,synth_area_per_cell,18.5,um2
clock_tree,clk_transition_reported_paths,0.06,ns
clock_tree,cts_setup_buffers,0,
timing,post-route-min-period,46.74,ns
clock_tree,cts_inserted_buffers,1278,
setup_path,r2r_cells,8,
layout,nFillCells,70200,
timing,fin_crit_sh,24.7,%
global_routing,grt_overflow,0,
setup_path,start_kind,"input port",
timing,rsz0062_at_grt,"false",
setup_path,endpoint_kind,"flop",
min_path,hp-class,"flop to flop",
setup_path,path_class,"input port to flop",
clock_tree,cts_sinks,12400,
synthesis,synth_cells,25800,
place,place_hpwl,810,mm
synthesis,synthTopCellsByArea,"edfxtp_1, mux2i_1, o22ai_1",
timing,hold_slack,0.324,ns
drt,routed_wl,1320,mm
synthesis,yosysMostFrequentCell,"edfxtp_1",
drt,via_count,251000,
clock_tree,ctsHoldBuffers,0,
layout,fin_util,57.9,%
timing,slew_headroom,3.46,%
drt,wl_per_cell,29.5,um
synthesis,synth-async-reset-ratio,0,%
die,die_w,980,um
synthesis,yosys_warnings,1,
synthesis,ys.flops,12400,
drt,route.detailed.drc,0,
global_routing,met3_usage,24.7,%
drt,viasPerCell,5.60,
synthesis,yosys_cells,25800,
timing,fmax,21.4,MHz
drt,dr.pass1.iters,25,
synthesis,synthFlopType,"edfxtp_1",
global_routing,grt-busiest-layer,"met2",
timing,clock_skew,0.0530,ns
timing,setup_violations,0,
synthesis,yosysUniqueCellTypes,84,
layout,largest_reg_flops,12300,
timing,finalSetupTns,0,ns
synthesis,yosysChipArea,478000,um2
setup_path,crit_required,190.15,ns
setup_path,worst-path-max-fanout,95,
clock_tree,cts_max_level,7,
place,place.gp.congestion,0.932,
die,die_height,980,um
min_path,whs_path_depth,0,
layout,syn_to_final_growth,15.3,%
outcome,status,"completed",
timing,tightest_slew,1.44,ns
==> cell type report <==
| class | count | area (um2) | share of cell area [%] |
|---|---|---|---|
| Multi-Input combinational cell | 16300 | 115000 | 20.8 |
| Inverter | 108 | 408 | 0.0740 |
| Clock inverter | 635 | 5670 | 1.03 |
| Clock buffer | 1604 | 33700 | 6.12 |
| Timing Repair Buffer | 1033 | 8590 | 1.56 |
| Sequential cell | 12400 | 372000 | 67.5 |
| Antenna cell | 124 | 310 | 0.0563 |
| Tap cell | 12600 | 15800 | 2.86 |
==> worst max-delay path: stages <==
cell and delay [ns]:
buf_16 0.35, buf_4 0.68, buf_4 0.59, buf_4 0.59
buf_4 0.62, buf_12 0.47, buf_4 0.65, buf_4 0.69
buf_4 0.68, buf_4 0.75, mux2i_1 0.28, o22ai_1 0.12
nor4_1 0.37, nand2_1 0.15, a22oi_1 0.77, buf_4 0.25
a41oi_1 0.21, a21oi_1 0.66, buf_4 0.24, a32oi_1 0.09
==> per-stage QoR <==
step           area [um2]  cells  setup slack, ns
2_1_floorplan      495000  30400           147.57
3_3_place_gp       511000  42400           141.27
3_5_place_dp       511000  42400           141.36
4_1_cts            551000  44600           142.52
5_1_grt            551000  44700           141.89
6_report           551000  44800           142.56
==> final timing paths <==
| path | from | end | slack, ns |
|---|---|---|---|
| min | vsync_d2 | vsync_d3 | 0.32 |
| max reg2reg | line_buf[1087][1] | p1[1] | 184.03 |
| max | hc[1] | p1[2] | 142.56 |
| min reg2reg | vsync_d2 | vsync_d3 | 0.32 |
==> metal layers <==
layer  wire length (um)  up-vias  part of all wire, %
met4              57400      160                  4.3
met1             423000   124000                   32
met3             247000     2507                   19
li1                   -   111000                    -
met5               3620        -                 0.27
met2             588000    13200                   45
==> report_power, final <==
group | internal [uW] | total, uW | switching, uW
Sequential | 3120 | 3140 | 20.5
Clock | 1360 | 2400 | 1030
Combinational | 93.0 | 309 | 216
Total | 4570 | 5840 | 1270
==> placed cells by master, fill, tap and decap left out, types with 21 or more instances in the layout <==
cell type        netlist  layout
a21oi_1               84      83
edfxtp_1           12300   12300
nor3_1                74      66
conb_1                 1    4608
bufinv_16              0      73
a22oi_1              194     194
o21ai_0               33      31
a22o_1                24      24
dfxtp_1               82      82
clkbuf_16              0    1302
o22ai_1             2621    2621
nor2_1              1441    1437
clkinv_1               2     268
a211oi_1              30      29
a41oi_1               22      21
fa_1                  27      27
nand2_4                0      34
inv_6                  0      38
nand2_1              307     273
clkinv_2               0     181
nand3_1               78      76
nor4_1               573     570
buf_4                248     931
nand4_1               39      39
mux4_2               421     421
inv_1                105     104
clkbuf_1             507     302
ha_1                  69      69
buf_12                 3      46
clkdlybuf4s50_1        0      40
mux2i_1             5306    5306
a31oi_1              101      94
diode_2                0     124
==> cells by family (layout without fill, tap and decap cells) <==
logic type / after synthesis / after routing / synth area share [%]
flip-flops: 12400 / 12400 / 77.8
adder cells (fa/ha/maj): 96 / 96 / 0.294
multiplexers: 5728 / 5728 / 13.1
buffers and inverters: 1737 / 3380 / 1.94
AND-OR/OR-AND: 3220 / 3220 / 4.32
AND/OR/NAND/NOR: 2578 / 2578 / 2.46
other: 1 / 4732 / 0.000785
XOR/XNOR: 22 / 22 / 0.0403
Power and IR drop assume default switching activity.
